### run.sh
#!/bin/bash
# OpenROAD 26Q1-2900-gdf79404cd8, Yosys 0.63+post, stock flow scripts
make -C /OpenROAD-flow-scripts/flow DESIGN_CONFIG=/design/flow/config.mk WORK_HOME=/design/flow/orfs finish
### config.mk
export PLATFORM = sky130hd
export DESIGN_NAME = BUS_INTERCONNECT
export DESIGN_NICKNAME = BUS_INTERCONNECT
export VERILOG_FILES = /design/flow/design.v
export SDC_FILE = /design/flow/constraint.sdc
export NUM_CORES = 4
export LEC_CHECK = 1
export CORE_AREA = 10 10 219 219
export DIE_AREA = 0 0 229 229
### constraint.sdc
current_design BUS_INTERCONNECT

set clk_period 12.4
set clk_io_pct 0.2

create_clock -name clk0 -period $clk_period

set non_clock_inputs [all_inputs -no_clocks]
set_input_delay [expr $clk_period * $clk_io_pct] -clock clk0 $non_clock_inputs
set_output_delay [expr $clk_period * $clk_io_pct] -clock clk0 [all_outputs]
### design.v
module BUS_INTERCONNECT #(
    parameter CPU_DATA_WIDTH = 32,
    parameter CPU_ADDR_WIDTH = 32,
    parameter MEM_ADDR_WIDTH = 8,  
    parameter CONV_DSP_REG_ADDR_WIDTH = 5,  
    parameter DSP_MEM_DATA_WIDTH = 32,  
    parameter DSP_DP_REG_ADDR_WIDTH = 5,  
    parameter DSP_DP_REG_BASE_ADDR = 32'h80000100,  
    localparam DSP_DP_REG_SPACE_BYTES = 1 << DSP_DP_REG_ADDR_WIDTH,
    localparam DSP_DP_REG_END_ADDR = DSP_DP_REG_BASE_ADDR + DSP_DP_REG_SPACE_BYTES - 1,  
    localparam NUM_DATA_MEM_WORDS = 1 << MEM_ADDR_WIDTH,
    localparam DATA_MEM_SIZE_BYTES = NUM_DATA_MEM_WORDS * (CPU_DATA_WIDTH/8),
    parameter DATA_MEM_BASE_ADDR = 32'h00000000,
    parameter DATA_MEM_END_ADDR = DATA_MEM_BASE_ADDR + DATA_MEM_SIZE_BYTES - 1,  
    localparam CONV_DSP_REG_SPACE_BYTES = 1 << CONV_DSP_REG_ADDR_WIDTH,
    parameter CONV_DSP_REG_BASE_ADDR = 32'h80000000,  
    parameter CONV_DSP_REG_END_ADDR = CONV_DSP_REG_BASE_ADDR + CONV_DSP_REG_SPACE_BYTES - 1  
)(
    input clk_i,
    input reset_ni,  
    input [CPU_ADDR_WIDTH-1:0] cpu_mem_addr_i,
    input [CPU_DATA_WIDTH-1:0] cpu_mem_wdata_i,
    input cpu_mem_we_i,   
    input cpu_mem_re_i,   
    output reg [CPU_DATA_WIDTH-1:0] cpu_mem_rdata_o,
    output reg cpu_mem_ack_o,
    output reg [MEM_ADDR_WIDTH-1:0] dm_addr_o,
    output reg [CPU_DATA_WIDTH-1:0] dm_wdata_o,
    output reg dm_we_o,
    input [CPU_DATA_WIDTH-1:0] dm_rdata_i,
    output reg [CONV_DSP_REG_ADDR_WIDTH-1:0] conv_s_axi_awaddr_o,
    output reg conv_s_axi_awvalid_o,
    input conv_s_axi_awready_i,
    output reg [CPU_DATA_WIDTH-1:0] conv_s_axi_wdata_o,
    output reg [CPU_DATA_WIDTH/8-1:0] conv_s_axi_wstrb_o,
    output reg conv_s_axi_wvalid_o,
    input conv_s_axi_wready_i,
    input conv_s_axi_bvalid_i,
    output reg conv_s_axi_bready_o,
    input [1:0] conv_s_axi_bresp_i,
    output reg [CONV_DSP_REG_ADDR_WIDTH-1:0] conv_s_axi_araddr_o,
    output reg conv_s_axi_arvalid_o,
    input conv_s_axi_arready_i,
    input [CPU_DATA_WIDTH-1:0] conv_s_axi_rdata_i,
    input [1:0] conv_s_axi_rresp_i,
    input conv_s_axi_rvalid_i,
    output reg conv_s_axi_rready_o,
    input [CPU_ADDR_WIDTH-1:0] conv_dsp_mem_addr_i,
    output reg [DSP_MEM_DATA_WIDTH-1:0] conv_dsp_mem_rdata_o,
    input conv_dsp_mem_req_i,
    output reg conv_dsp_mem_ack_o,
    input conv_dsp_mem_we_i,
    input [DSP_MEM_DATA_WIDTH-1:0] conv_dsp_mem_wdata_i,
    output reg [DSP_DP_REG_ADDR_WIDTH-1:0] dp_s_axi_awaddr_o,
    output reg dp_s_axi_awvalid_o,
    input dp_s_axi_awready_i,
    output reg [CPU_DATA_WIDTH-1:0] dp_s_axi_wdata_o,
    output reg [CPU_DATA_WIDTH/8-1:0] dp_s_axi_wstrb_o,
    output reg dp_s_axi_wvalid_o,
    input dp_s_axi_wready_i,
    input dp_s_axi_bvalid_i,
    output reg dp_s_axi_bready_o,
    input [1:0] dp_s_axi_bresp_i,
    output reg [DSP_DP_REG_ADDR_WIDTH-1:0] dp_s_axi_araddr_o,
    output reg dp_s_axi_arvalid_o,
    input dp_s_axi_arready_i,
    input [CPU_DATA_WIDTH-1:0] dp_s_axi_rdata_i,
    input [1:0] dp_s_axi_rresp_i,
    input dp_s_axi_rvalid_i,
    output reg dp_s_axi_rready_o,
    input [CPU_ADDR_WIDTH-1:0] dp_dsp_mem_addr_i,
    output reg [DSP_MEM_DATA_WIDTH-1:0] dp_dsp_mem_rdata_o,
    input dp_dsp_mem_req_i,
    output reg dp_dsp_mem_ack_o,
    input dp_dsp_mem_we_i,
    input [DSP_MEM_DATA_WIDTH-1:0] dp_dsp_mem_wdata_i
);
    wire cpu_req_active_w = cpu_mem_re_i || cpu_mem_we_i;
    wire cpu_access_data_mem_w = cpu_req_active_w &&
                                (cpu_mem_addr_i >= DATA_MEM_BASE_ADDR) &&
                                (cpu_mem_addr_i <= DATA_MEM_END_ADDR);
    wire cpu_access_conv_dsp_regs_w = cpu_req_active_w &&
                                (cpu_mem_addr_i >= CONV_DSP_REG_BASE_ADDR) &&
                                (cpu_mem_addr_i <= CONV_DSP_REG_END_ADDR);
    wire cpu_access_dp_dsp_regs_w = cpu_req_active_w &&  
                                (cpu_mem_addr_i >= DSP_DP_REG_BASE_ADDR) &&
                                (cpu_mem_addr_i <= DSP_DP_REG_END_ADDR);
    wire conv_dsp_access_data_mem_w = conv_dsp_mem_req_i &&
                               (conv_dsp_mem_addr_i >= DATA_MEM_BASE_ADDR) &&
                               (conv_dsp_mem_addr_i <= DATA_MEM_END_ADDR);
    wire dp_dsp_access_data_mem_w = dp_dsp_mem_req_i &&  
                               (dp_dsp_mem_addr_i >= DATA_MEM_BASE_ADDR) &&
                               (dp_dsp_mem_addr_i <= DATA_MEM_END_ADDR);
    wire cpu_granted_data_mem_w = cpu_access_data_mem_w;
    wire conv_dsp_granted_data_mem_w = conv_dsp_access_data_mem_w && !cpu_granted_data_mem_w;
    wire dp_dsp_granted_data_mem_w = dp_dsp_access_data_mem_w && !cpu_granted_data_mem_w && !conv_dsp_granted_data_mem_w;  
    always @(*) begin
        cpu_mem_rdata_o = {CPU_DATA_WIDTH{1'b0}};
        cpu_mem_ack_o   = 1'b0;
        dm_addr_o       = {MEM_ADDR_WIDTH{1'b0}};
        dm_wdata_o      = {CPU_DATA_WIDTH{1'b0}};
        dm_we_o         = 1'b0;
        conv_s_axi_awaddr_o = {CONV_DSP_REG_ADDR_WIDTH{1'b0}};
        conv_s_axi_awvalid_o= 1'b0;
        conv_s_axi_wdata_o  = {CPU_DATA_WIDTH{1'b0}};
        conv_s_axi_wstrb_o  = {(CPU_DATA_WIDTH/8){1'b0}};
        conv_s_axi_wvalid_o = 1'b0;
        conv_s_axi_bready_o = 1'b0;
        conv_s_axi_araddr_o = {CONV_DSP_REG_ADDR_WIDTH{1'b0}};
        conv_s_axi_arvalid_o= 1'b0;
        conv_s_axi_rready_o = 1'b0;
        conv_dsp_mem_rdata_o = {DSP_MEM_DATA_WIDTH{1'b0}};
        conv_dsp_mem_ack_o   = 1'b0;
        dp_s_axi_awaddr_o  = {DSP_DP_REG_ADDR_WIDTH{1'b0}};
        dp_s_axi_awvalid_o = 1'b0;
        dp_s_axi_wdata_o   = {CPU_DATA_WIDTH{1'b0}};
        dp_s_axi_wstrb_o   = {(CPU_DATA_WIDTH/8){1'b0}};
        dp_s_axi_wvalid_o  = 1'b0;
        dp_s_axi_bready_o  = 1'b0;
        dp_s_axi_araddr_o  = {DSP_DP_REG_ADDR_WIDTH{1'b0}};
        dp_s_axi_arvalid_o = 1'b0;
        dp_s_axi_rready_o  = 1'b0;
        dp_dsp_mem_rdata_o = {DSP_MEM_DATA_WIDTH{1'b0}};
        dp_dsp_mem_ack_o   = 1'b0;
        if (cpu_granted_data_mem_w) begin
            dm_addr_o  = cpu_mem_addr_i[MEM_ADDR_WIDTH-1+2 : 2];
            dm_wdata_o = cpu_mem_wdata_i;
            dm_we_o    = cpu_mem_we_i;
            if (cpu_mem_re_i && !cpu_mem_we_i) begin
                cpu_mem_rdata_o = dm_rdata_i;
            end
            cpu_mem_ack_o = 1'b1;
        end else if (conv_dsp_granted_data_mem_w) begin
            dm_addr_o  = conv_dsp_mem_addr_i[MEM_ADDR_WIDTH-1+2 : 2];
            dm_wdata_o = conv_dsp_mem_wdata_i;
            dm_we_o    = conv_dsp_mem_we_i;
            if (!conv_dsp_mem_we_i) begin
                conv_dsp_mem_rdata_o = dm_rdata_i;
            end
            conv_dsp_mem_ack_o = 1'b1;
        end else if (dp_dsp_granted_data_mem_w) begin  
            dm_addr_o  = dp_dsp_mem_addr_i[MEM_ADDR_WIDTH-1+2 : 2];
            dm_wdata_o = dp_dsp_mem_wdata_i;
            dm_we_o    = dp_dsp_mem_we_i;
            if (!dp_dsp_mem_we_i) begin  
                dp_dsp_mem_rdata_o = dm_rdata_i;
            end
            dp_dsp_mem_ack_o = 1'b1;
        end
        if (cpu_access_conv_dsp_regs_w) begin
            conv_s_axi_awaddr_o = cpu_mem_addr_i[CONV_DSP_REG_ADDR_WIDTH-1:0];
            conv_s_axi_araddr_o = cpu_mem_addr_i[CONV_DSP_REG_ADDR_WIDTH-1:0];
            conv_s_axi_wdata_o  = cpu_mem_wdata_i;
            conv_s_axi_wstrb_o  = {(CPU_DATA_WIDTH/8){1'b1}};
            if (cpu_mem_we_i) begin
                conv_s_axi_awvalid_o = 1'b1;
                conv_s_axi_wvalid_o  = 1'b1;
            end else if (cpu_mem_re_i) begin
                conv_s_axi_arvalid_o = 1'b1;
            end
            if (conv_s_axi_rvalid_i) begin
                cpu_mem_rdata_o = conv_s_axi_rdata_i;  
                conv_s_axi_rready_o = 1'b1;
            end
            if (conv_s_axi_bvalid_i) begin
                conv_s_axi_bready_o = 1'b1;
            end
            cpu_mem_ack_o = 1'b0;  
        end
        else if (cpu_access_dp_dsp_regs_w) begin  
            dp_s_axi_awaddr_o = cpu_mem_addr_i[DSP_DP_REG_ADDR_WIDTH-1:0];
            dp_s_axi_araddr_o = cpu_mem_addr_i[DSP_DP_REG_ADDR_WIDTH-1:0];
            dp_s_axi_wdata_o  = cpu_mem_wdata_i;
            dp_s_axi_wstrb_o  = {(CPU_DATA_WIDTH/8){1'b1}};
            if (cpu_mem_we_i) begin  
                dp_s_axi_awvalid_o = 1'b1;
                dp_s_axi_wvalid_o  = 1'b1;
            end else if (cpu_mem_re_i) begin  
                dp_s_axi_arvalid_o = 1'b1;
            end
            if (dp_s_axi_rvalid_i) begin
                cpu_mem_rdata_o = dp_s_axi_rdata_i;  
                dp_s_axi_rready_o = 1'b1;
            end
            if (dp_s_axi_bvalid_i) begin
                dp_s_axi_bready_o = 1'b1;
            end
            cpu_mem_ack_o = 1'b0;  
        end
    end
endmodule
==> flow_metrics.env <==
# implementation run metrics
export IMPL_max_slew_worst_pin_slew_ps=828
export IMPL_drt_iter0_markers=314
export IMPL_ys_area_um2=3840
export IMPL_cap_violations=0
export IMPL_placed_cells=1668
export IMPL_drcViolationCount=0
export IMPL_drtAntennaViolNets=0
export IMPL_swShare=0.295
export IMPL_clkPwrFrac=0
export IMPL_die_h_um=229
export IMPL_yosysWarnings=1
export IMPL_avgRoutedWirePerCell_um=21.4
export IMPL_grt_antenna_before_repair=1
export IMPL_fillers=4772
export IMPL_gr_usage_all_layers=0.127
export IMPL_place_congestion=0.925
export IMPL_design_core_area_um2=43200
export IMPL_layout_top_cells="clkdlybuf4s50_1, and2_1, nor3_1"
export IMPL_die_width_um=229
export IMPL_antenna_cells=0
export IMPL_p_seq_frac=0
export IMPL_io_buffers=536
export IMPL_hold_viol=0
export IMPL_slew_headroom=0.445
export IMPL_crit_required_ps=9920
export IMPL_clockBufferCount=0
export IMPL_synthCells=634
export IMPL_rsz0062_at_grt="no"
export IMPL_place_hpwl_um=29900
export IMPL_synth_area_per_cell_um2=6.06
export IMPL_switchingPower_uw=36.2
export IMPL_warning_count=52
export IMPL_firstDrtPassIters=5
export IMPL_ir_worst_vdd_mv=0.00826
export IMPL_max_freq_mhz=116
export IMPL_powerDensity_nw_per_um2=12.8
export IMPL_vias=7163
export IMPL_viasPerCell=4.29
export IMPL_overflow=0
export IMPL_maxSlewViolCount=0
export IMPL_power_leakage_nw=3.03
export IMPL_comb_power_share=1.000
export IMPL_p_int_uw=86.7
export IMPL_grt_max_degree=64
export IMPL_std_cell_rows=76
export IMPL_seqCellArea_um2=0
export IMPL_synth_seq_share=0
export IMPL_yosysCellCount=634
export IMPL_grt_pass1_wl_um=50700
export IMPL_ios=556
export IMPL_crit_arrival_ps=6110
export IMPL_end_kind="primary output"
export IMPL_dieArea_um2=52400
export IMPL_area_growth_pct=150
export IMPL_logic_area_um2=3230
export IMPL_post_cts_buffers=0
export IMPL_setup_viol=0
export IMPL_critPathMaxFanout=36
export IMPL_initCoreUtil=0.0889
export IMPL_drt_total_wl_um=35600
export IMPL_grt_pass1_vias=7476
export IMPL_start_kind="primary input"
export IMPL_criticalPathCategory="in2out"
export IMPL_synthesis_area_um2=3840
export IMPL_seq_cells=0
export IMPL_hp_class="in2out"
export IMPL_instances_no_fill=1668
export IMPL_synth_cell_types=33
export IMPL_cts_hold_buf=0
export IMPL_final_layout_top_logic_cell="clkdlybuf4s50_1"
export IMPL_cts_resized=0
export IMPL_tns_ps=0
export IMPL_fin_crit_ps=8590
export IMPL_post_route_period_util=0.693
export IMPL_status="completed"
export IMPL_drive_gt1_frac=0.0314
[Yosys cell counts (all sizes together) (2+ instances only)]
cell,n,area share
a221o,7,0.018
a22oi,25,0.049
a31oi,41,0.067
and2,111,0.18
and3,3,0.0049
and4,12,0.027
buf,39,0.072
clkbuf,71,0.069
inv,29,0.028
nand2,28,0.027
nand3,66,0.086
nand4,2,0.0033
nor2,5,0.0049
nor3,70,0.091
nor4,13,0.023
nor4b,34,0.079
o2111ai,41,0.094
o211ai,25,0.049
or3,2,0.0033
or4,4,0.0088
[stage by stage]
stage               hold slack [ps]  area, um^2   util  total power, mW  setup slack, ps
detailed placement             5880        9610  0.223            0.123             3760
CTS                            5890        9610  0.223            0.124             3760
global route                   5910        9610  0.223            0.130             3600
finish                         5880        9610  0.223            0.123             3810
global placement               5890        9610  0.223            0.123             3790
floorplan                      5020        3840      -           0.0131             5570
[layer usage]
metal	GRT usage	up-vias	part of all wire
li1	-	3293	-
met1	0.143	3338	0.38
met4	0.0335	0	0.030
met5	0	-	0
met3	0.0385	60	0.10
met2	0.226	472	0.49
[power by group through the flow]
stage	clock (mW)	combinational, mW	sequential, mW
6_report	0	0.123	0
5_1_grt	0	0.130	0
4_1_cts	0	0.124	0
[worst paths after layout]
path / from / depth (start not counted) / endpoint / slack, ps
max: cpu_mem_addr_i[10] / 8 / conv_s_axi_wdata_o[15] / 3810
min: conv_s_axi_bvalid_i / 3 / conv_s_axi_bready_o / 5880
[worst max-delay path: stages]
cell and delay, ps:
clkdlybuf4s50_1 390, or4_1 680, nor3_2 220, buf_4 380, and3_2 720, buf_4 470
and2_1 190, clkdlybuf4s50_1 510
[area by class of cell]
cell class / instances / share of cell area
tap: 585 / 0.0762
multi-input combinational: 495 / 0.336
inverter: 29 / 0.0113
timing repair buffer: 559 / 0.576
[cell families (layout without fill, tap and decap cells)]
group                  count (synthesis)  after routing  share of synthesized area
buffers and inverters                139            588                      0.170
AND-OR/OR-AND                        141            141                      0.283
AND/OR/NAND/NOR                      354            354                      0.547
Power and IR drop assume default switching activity.
