## /design/flow/config.mk

```make
export PLATFORM = sky130hd
export DESIGN_NAME = DATA_MEM
export DESIGN_NICKNAME = DATA_MEM
export VERILOG_FILES = /design/flow/design.v
export SDC_FILE = /design/flow/constraint.sdc
export NUM_CORES = 4
export LEC_CHECK = 1
export CORE_UTILIZATION = 40
```

## /design/flow/constraint.sdc

```tcl
current_design DATA_MEM

set clk_period 9.0
set clk_io_pct 0.2

create_clock -name clk0 -period $clk_period [get_ports {clock}]

set non_clock_inputs [all_inputs -no_clocks]
set_input_delay [expr $clk_period * $clk_io_pct] -clock clk0 $non_clock_inputs
set_output_delay [expr $clk_period * $clk_io_pct] -clock clk0 [all_outputs]
```

## /design/flow/design.v

```verilog
module DATA_MEM #(
    parameter DATA_WIDTH = 32,
    parameter ADDR_WIDTH = 8,  
    parameter MEM_DEPTH = 1 << ADDR_WIDTH
)(
    input clock,
    input reset,
    input [ADDR_WIDTH-1:0] addr_i,
    input [DATA_WIDTH-1:0] wdata_i,
    input we_i,  
    output reg [DATA_WIDTH-1:0] rdata_o
);
    reg [DATA_WIDTH-1:0] memory_array [0:MEM_DEPTH-1];
    integer i;  
    always @(posedge clock or posedge reset) begin
        if (reset) begin
            for (i = 0; i < MEM_DEPTH; i = i + 1) begin
                memory_array[i] <= {DATA_WIDTH{1'b0}};
            end
        end else if (we_i) begin
            memory_array[addr_i] <= wdata_i;
        end
    end
    always @(*) begin
        rdata_o = memory_array[addr_i];
    end
endmodule
```

## /design/flow/run.sh

```bash
#!/bin/bash
# OpenROAD 26Q1-2900-gdf79404cd8, Yosys 0.63+post, stock flow scripts
make -C /OpenROAD-flow-scripts/flow DESIGN_CONFIG=/design/flow/config.mk WORK_HOME=/design/flow/orfs finish
```

==> impl_metrics.ini <==
; flow metrics
[status]
status = complete, but fails checks
violations = max-capacitance violations, negative setup slack

[clock_network]
cts_tree = built
htree_levels = 6
cts_made_buffers = 872
path_clk_slew_ps = 60
clk_latency_ps = 1210
cts_hold_buf = 0
cts-root-buf = clkbuf_16
clock_path_buffers = 5
clock-sinks = 8192

[global_route]
grt_max_degree = 135
groute.usage.overall = 0.333
grt_pass1_vias = 246209
grt_antenna_before_repair = 177
overflow = 0
grt_pass1_wl_um = 2000000

[hold_path]
hp-start = memory_array[193][16]
min_to = memory_array[193][16]
min_path_type = reg2reg
min_path_cells = 1

[finish]
regArea_um2 = 205000
syn_to_final_growth_pct = 15.1
largest_reg_flops = 8192
top_register = memory_array
fillers = 76269
fin_util = 0.463
top_regs = memory_array: 8192 flops
comb_area_um2 = 144000
drive_above_1_share = 0.445

[timing]
hold_viol = 0
finClkSkew_ps = 0
fmax_mhz = 108
min_period_over_period = 1.03
maxSlewHeadroom = 0.00921
setup_violations = 13
report.final.slew_viol_count = 0
worst_slew_pin_slew_ps = 1480
period_needed_ps = 9290
layout_setup_ws_ps = -293

[critical_path]
critPathMaxStageDelay_ps = 890
worst_ep_arrival_time_ps = 7490
critPathCaptureType = output port
crit_family = simple AND/OR/NAND/NOR gates
path_max_fanout = 55
crit_path_start_kind = input port
reg2reg_slack_ps = 7930
r2r_end = memory_array[107][30]
cp_slowest_cell = nor4_1
crit_required_ps = 7200
path_cells = buf_12 > bufbuf_16 > and4b_4 > buf_12 > a22oi_1 > o22a_1 > o221ai_1 > nor4_1 > nand4_1 > buf_4 > or4_1 > mux2_2 > clkdlybuf4s50_1
path_buffers = 5
r2r_start = memory_array[107][30]
ff2ff_path_depth = 1
crit_type = in2out
crit_top_cell = buf_12

[floorplan]
pin_count = 75
coreArea_um2 = 888000
die_y_um = 947
die-area_um2 = 896000
initCoreUtil = 0.402
die_w_um = 947
num_rows = 346

[route]
vias = 244697
vias_per_cell = 6.31
wirelength_um = 1450000
drtPass1Iterations = 9
drcViolationCount = 0
final_antenna_net_count = 0
drt_iter0_drc = 20709
wl_per_cell_um = 37.4

[yosys]
synth_top_area_share = 0.574
synth_cell_types = 68
synth_async_sr_flop_share = 1.00
synth.largest_area_cell = dfrtp_1
yosysChipArea_um2 = 357000
ys_cells = 26189
yosys_most_used_dff = dfrtp_1
synth-edff-count = 0
netlist_area_um2 = 357000
synthCells = 26189
yosys-top-cells-count = mux2_2, dfrtp_1, a22oi_1, clkbuf_1, buf_1
yosysSeqAreaShare = 0.574
numSynthFlops = 8192
yosysMostFrequentCell = mux2_2
syn_avg_cell_area_um2 = 13.6
ys_warn_count = 2
synth.area.top_cells = dfrtp_1, mux2_2, a22oi_1, clkbuf_1, and3_1

[pwr]
clock_power_share = 0.448
combPwrFrac = 0.059
seqPwrFrac = 0.493
p_sw_w = 0.0189
ir_drop_v = 0.000171
p_leak_nw = 200
p_int_w = 0.0610
p_sw_frac = 0.236
p_per_area_nw_per_um2 = 195

[place]
post-place-ws_ps = -1580
gp_congestion = 1.03
io_buffers = 74
place_hpwl_um = 951000

[run]
maxCapViolations = 1
warnings = 239
[per-stage QoR]
stage	instances	power (W)	hold WS (ps)	area [µm²]	setup TNS, ps
floorplan	26189	0.0434	464	357000	-
global placement	36764	0.0444	474	378000	-21960
detailed placement	36765	0.0446	482	378000	-19670
CTS	38402	0.0802	495	408000	-117
global route	38625	0.0822	500	411000	-93.3
finish	38756	0.0799	491	411000	-1010
[layout make-up]
class / instances / area share
diodes: 229 / 0.00139
clock buffers: 1358 / 0.0637
clock inverters: 180 / 0.00461
inverters: 10 / 0.000100
multi-input cells: 15165 / 0.351
flip-flops and latches: 8192 / 0.499
well taps: 11832 / 0.0360
repair buffers: 1790 / 0.0439
[placed cells by master (no fill, tap or decap), drive strengths merged, types with 21 or more instances in the layout]
| cell type | n |
|---|---|
| or4 | 111 |
| o2111ai | 26 |
| a22o | 373 |
| nand3 | 348 |
| clkdlybuf4s50 | 31 |
| a21oi | 143 |
| a22oi | 2534 |
| o22ai | 373 |
| clkinv | 121 |
| a221oi | 294 |
| and3 | 526 |
| nand2 | 431 |
| nor2 | 260 |
| clkbuf | 1375 |
| or2 | 21 |
| nor3 | 43 |
| inv | 27 |
| nand4 | 327 |
| a2111oi | 196 |
| buf | 1733 |
| diode | 229 |
| a222oi | 108 |
| nor4 | 199 |
| bufinv | 31 |
| a32oi | 244 |
| a32o | 38 |
| dfrtp | 8192 |
| o22a | 51 |
| o21ai | 58 |
| mux2 | 8229 |
| a31oi | 22 |
| o211ai | 61 |
[power groups by stage]
| stage | Combinational [W] | Sequential, W | Clock, W |
|---|---|---|---|
| after global routing | 0.00506 | 0.0396 | 0.0376 |
| final | 0.00475 | 0.0394 | 0.0358 |
| after CTS | 0.00466 | 0.0394 | 0.0362 |
[kinds of logic after synthesis]
group | synth area share
multiplexers | 0.260
flip-flops | 0.574
AND-OR/OR-AND | 0.0982
buffers and inverters | 0.0310
AND/OR/NAND/NOR | 0.0367
XOR/XNOR | 0.0000245
[routing by layer]
layer | vias up | global-route usage | wire [µm]
met5 | - | 0.00862 | 3560
met4 | 135 | 0.191 | 109000
met3 | 3548 | 0.178 | 196000
met2 | 11437 | 0.455 | 609000
met1 | 130479 | 0.429 | 533000
li1 | 99098 | - | -
[repair_timing]
| action | CTS | global route |
|---|---|---|
| buffers inserted | 92 | 113 |
| endpoints found under the setup margin | 30 | 18 |
| hold endpoints to repair | 0 | 0 |
| resized | 136 | 155 |
| pin swaps | 43 | 66 |
| cloned | 8 | 24 |
[how the worst max path moves through the flow]
stage / from / to / slack [ps] / cells past startpoint
after CTS: addr_i[4] / rdata_o[23] / -120 / 15
after global routing: addr_i[6] / rdata_o[4] / -50 / 17
final: addr_i[3] / rdata_o[0] / -290 / 13
Power and IR drop assume default switching activity.
