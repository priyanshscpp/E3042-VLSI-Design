$ cat run.sh
#!/bin/bash
# OpenROAD 26Q1-2900-gdf79404cd8, Yosys 0.63+post, stock flow scripts
make -C /OpenROAD-flow-scripts/flow DESIGN_CONFIG=/design/flow/config.mk WORK_HOME=/design/flow/orfs finish
$ cat config.mk
export PLATFORM = sky130hd
export DESIGN_NAME = DSP_CONV1D
export DESIGN_NICKNAME = DSP_CONV1D
export VERILOG_FILES = /design/flow/design.v
export SDC_FILE = /design/flow/constraint.sdc
export NUM_CORES = 4
export LEC_CHECK = 1
export CORE_UTILIZATION = 40
$ cat constraint.sdc
current_design DSP_CONV1D

set clk_period 12.3
set clk_io_pct 0.2

create_clock -name clk0 -period $clk_period [get_ports {s_axi_clk}]

set non_clock_inputs [all_inputs -no_clocks]
set_input_delay [expr $clk_period * $clk_io_pct] -clock clk0 $non_clock_inputs
set_output_delay [expr $clk_period * $clk_io_pct] -clock clk0 [all_outputs]
$ cat design.v
module DSP_CONV1D #(
    parameter AXI_DATA_WIDTH = 32,
    parameter AXI_ADDR_WIDTH = 5,  
    parameter DSP_DATA_WIDTH = 32,
    parameter MAX_CONV_LEN = 256,
    parameter MAX_KERNEL_LEN = 32
)(
    input  s_axi_clk,
    input  s_axi_resetn,  
    input  [AXI_ADDR_WIDTH-1:0] s_axi_awaddr,
    input  s_axi_awvalid,
    output reg s_axi_awready,
    input  [AXI_DATA_WIDTH-1:0] s_axi_wdata,
    input  [AXI_DATA_WIDTH/8-1:0] s_axi_wstrb,
    input  s_axi_wvalid,
    output reg s_axi_wready,
    output reg  s_axi_bvalid,
    input  s_axi_bready,
    output reg [1:0] s_axi_bresp,
    input  [AXI_ADDR_WIDTH-1:0] s_axi_araddr,
    input  s_axi_arvalid,
    output reg s_axi_arready,
    output reg [AXI_DATA_WIDTH-1:0] s_axi_rdata,
    output reg [1:0] s_axi_rresp,
    output reg s_axi_rvalid,
    input  s_axi_rready,
    output interrupt_o,  
    output reg [DSP_DATA_WIDTH-1:0] dsp_mem_addr_o,
    input  [DSP_DATA_WIDTH-1:0] dsp_mem_rdata_i,
    output reg dsp_mem_req_o,
    input  dsp_mem_ack_i,
    output reg dsp_mem_we_o,
    output reg [DSP_DATA_WIDTH-1:0] dsp_mem_wdata_o
);
    localparam CTRL_REG_ADDR          = 5'h00;  
    localparam STATUS_REG_ADDR        = 5'h04;  
    localparam DATA_IN_ADDR_REG_ADDR  = 5'h08;  
    localparam KERNEL_ADDR_REG_ADDR   = 5'h0C;  
    localparam DATA_OUT_ADDR_REG_ADDR = 5'h10;  
    localparam DATA_LEN_REG_ADDR      = 5'h14;  
    localparam KERNEL_LEN_REG_ADDR    = 5'h18;  
    reg start_r;             
    reg interrupt_enable_r;  
    reg busy_r;              
    reg done_r;              
    reg error_r;             
    reg [DSP_DATA_WIDTH-1:0] data_in_addr_r;
    reg [DSP_DATA_WIDTH-1:0] kernel_addr_r;
    reg [DSP_DATA_WIDTH-1:0] data_out_addr_r;
    reg [DSP_DATA_WIDTH-1:0] data_len_r;
    reg [DSP_DATA_WIDTH-1:0] kernel_len_r;
    reg [AXI_ADDR_WIDTH-1:0] axi_awaddr_r;
    reg [AXI_ADDR_WIDTH-1:0] axi_araddr_r;
    localparam S_IDLE            = 4'd0;
    localparam S_BUSY_INIT       = 4'd1;
    localparam S_INIT_ACCUM      = 4'd2;
    localparam S_FETCH_KERNEL    = 4'd3;
    localparam S_WAIT_KERNEL_ACK = 4'd4;
    localparam S_FETCH_DATA      = 4'd5;
    localparam S_WAIT_DATA_ACK   = 4'd6;
    localparam S_EXEC_MAC        = 4'd7;
    localparam S_CHECK_MAC_LOOP  = 4'd8;
    localparam S_STORE_OUTPUT    = 4'd9;
    localparam S_WAIT_STORE_ACK  = 4'd10;
    localparam S_CHECK_OUTPUT_LOOP = 4'd11;
    localparam S_FINISH          = 4'd12;
    reg [3:0] current_state_r;
    reg [3:0] next_state_w;
    reg [DSP_DATA_WIDTH-1:0] current_input_val_r;
    reg [DSP_DATA_WIDTH-1:0] current_kernel_val_r;
    reg [DSP_DATA_WIDTH-1:0] accumulator_r;
    wire [DSP_DATA_WIDTH-1:0] mac_mult_result_w = current_input_val_r * current_kernel_val_r;
    reg [$clog2(MAX_CONV_LEN)-1:0] output_idx_r;
    reg [$clog2(MAX_KERNEL_LEN)-1:0] kernel_idx_r;
    reg [DSP_DATA_WIDTH-1:0] current_data_read_addr_r;
    reg [DSP_DATA_WIDTH-1:0] current_kernel_read_addr_r;
    reg [DSP_DATA_WIDTH-1:0] current_output_write_addr_r;
    wire [DSP_DATA_WIDTH-1:0] calculated_output_len_w = (data_len_r >= kernel_len_r && kernel_len_r > 0) ? (data_len_r - kernel_len_r + 1) : 0;
    assign interrupt_o = (done_r || error_r) && interrupt_enable_r;
    always @(posedge s_axi_clk or negedge s_axi_resetn) begin
        if (!s_axi_resetn) begin
            s_axi_awready <= 1'b0;
            axi_awaddr_r  <= {(AXI_ADDR_WIDTH){1'b0}};
        end else begin
            if (s_axi_awready && s_axi_awvalid) begin
                axi_awaddr_r <= s_axi_awaddr;  
            end
            if (~(s_axi_bvalid && ~s_axi_bready)) begin
                 s_axi_awready <= 1'b1;
            end else if (s_axi_awvalid && s_axi_awready) begin  
                 s_axi_awready <= 1'b0;
            end
        end
    end
    always @(posedge s_axi_clk or negedge s_axi_resetn) begin
        if (!s_axi_resetn) begin
            s_axi_wready <= 1'b0;
        end else begin
            if (~(s_axi_bvalid && ~s_axi_bready)) begin
                s_axi_wready <= 1'b1;
            end else if (s_axi_wvalid && s_axi_wready) begin  
                s_axi_wready <= 1'b0;
            end
        end
    end
    always @(posedge s_axi_clk or negedge s_axi_resetn) begin
        if (!s_axi_resetn) begin
            start_r            <= 1'b0;
            interrupt_enable_r <= 1'b0;
            data_in_addr_r     <= 32'b0;
            kernel_addr_r      <= 32'b0;
            data_out_addr_r    <= 32'b0;
            data_len_r         <= 32'b0;
            kernel_len_r       <= 32'b0;
            s_axi_bvalid       <= 1'b0;
            s_axi_bresp        <= 2'b00;
        end else begin
            if (s_axi_awvalid && s_axi_awready && s_axi_wvalid && s_axi_wready && !s_axi_bvalid) begin
                s_axi_bvalid <= 1'b1;        
                s_axi_bresp  <= 2'b00;       
                case (axi_awaddr_r)  
                    CTRL_REG_ADDR: begin
                        start_r            <= s_axi_wdata[0];  
                        interrupt_enable_r <= s_axi_wdata[1];
                    end
                    DATA_IN_ADDR_REG_ADDR:  data_in_addr_r  <= s_axi_wdata;
                    KERNEL_ADDR_REG_ADDR:   kernel_addr_r   <= s_axi_wdata;
                    DATA_OUT_ADDR_REG_ADDR: data_out_addr_r <= s_axi_wdata;
                    DATA_LEN_REG_ADDR:      data_len_r      <= s_axi_wdata;
                    KERNEL_LEN_REG_ADDR:    kernel_len_r    <= s_axi_wdata;
                    default: begin
                    end
                endcase
            end else if (s_axi_bready && s_axi_bvalid) begin
                s_axi_bvalid <= 1'b0;  
            end
        end
    end
    always @(posedge s_axi_clk or negedge s_axi_resetn) begin
        if (!s_axi_resetn) begin
            s_axi_arready <= 1'b0;
            axi_araddr_r  <= {(AXI_ADDR_WIDTH){1'b0}};
        end else begin
            if (s_axi_arready && s_axi_arvalid) begin
                axi_araddr_r <= s_axi_araddr;  
            end
            if (~(s_axi_rvalid && ~s_axi_rready)) begin
                s_axi_arready <= 1'b1;
            end else if (s_axi_arvalid && s_axi_arready) begin  
                s_axi_arready <= 1'b0;
            end
        end
    end
    always @(posedge s_axi_clk or negedge s_axi_resetn) begin
        if (!s_axi_resetn) begin
            s_axi_rvalid <= 1'b0;
            s_axi_rresp  <= 2'b00;
            s_axi_rdata  <= 32'b0;
        end else begin
            if (s_axi_arvalid && s_axi_arready && !s_axi_rvalid) begin  
                s_axi_rvalid <= 1'b1;    
                s_axi_rresp  <= 2'b00;   
                case (axi_araddr_r)
                    CTRL_REG_ADDR:          s_axi_rdata <= {{(AXI_DATA_WIDTH-2){1'b0}}, interrupt_enable_r, start_r};
                    STATUS_REG_ADDR: begin
                        s_axi_rdata <= {{(AXI_DATA_WIDTH-3){1'b0}}, error_r, done_r, busy_r};
                        if (done_r)  done_r  <= 1'b0;
                        if (error_r) error_r <= 1'b0;
                    end
                    DATA_IN_ADDR_REG_ADDR:  s_axi_rdata <= data_in_addr_r;
                    KERNEL_ADDR_REG_ADDR:   s_axi_rdata <= kernel_addr_r;
                    DATA_OUT_ADDR_REG_ADDR: s_axi_rdata <= data_out_addr_r;
                    DATA_LEN_REG_ADDR:      s_axi_rdata <= data_len_r;
                    KERNEL_LEN_REG_ADDR:    s_axi_rdata <= kernel_len_r;
                    default:                s_axi_rdata <= 32'hDEADBEEF;  
                endcase
            end else if (s_axi_rready && s_axi_rvalid) begin
                s_axi_rvalid <= 1'b0;  
            end
        end
    end
    always @(posedge s_axi_clk or negedge s_axi_resetn) begin
        if (!s_axi_resetn) begin
            current_state_r <= S_IDLE;
        end else begin
            current_state_r <= next_state_w;
        end
    end
    always @(*) begin
        next_state_w = current_state_r;  
        dsp_mem_req_o = 1'b0;
        dsp_mem_we_o  = 1'b0;
        case (current_state_r)
            S_IDLE: begin
                busy_r = 1'b0;  
                if (start_r && !busy_r) begin  
                    next_state_w = S_BUSY_INIT;
                end
            end
            S_BUSY_INIT: begin
                busy_r  = 1'b1;
                done_r  = 1'b0;
                error_r = 1'b0;
                if (kernel_len_r == 0 || data_len_r < kernel_len_r) begin
                    error_r = 1'b1;  
                    next_state_w = S_FINISH;  
                end else begin
                    output_idx_r = 0;
                    current_output_write_addr_r = data_out_addr_r;
                    next_state_w = S_INIT_ACCUM;
                end
            end
            S_INIT_ACCUM: begin
                accumulator_r = {DSP_DATA_WIDTH{1'b0}};
                kernel_idx_r = 0;
                current_data_read_addr_r = data_in_addr_r + output_idx_r;
                current_kernel_read_addr_r = kernel_addr_r;
                next_state_w = S_FETCH_KERNEL;
            end
            S_FETCH_KERNEL: begin
                dsp_mem_addr_o = current_kernel_read_addr_r;
                dsp_mem_req_o  = 1'b1;
                dsp_mem_we_o   = 1'b0;  
                next_state_w   = S_WAIT_KERNEL_ACK;
            end
            S_WAIT_KERNEL_ACK: begin
                if (dsp_mem_ack_i) begin
                    current_kernel_val_r = dsp_mem_rdata_i;
                    current_kernel_read_addr_r = current_kernel_read_addr_r + 1;  
                    dsp_mem_req_o = 1'b0;  
                    next_state_w = S_FETCH_DATA;
                end else begin
                    dsp_mem_req_o  = 1'b1;
                    next_state_w = S_WAIT_KERNEL_ACK;
                end
            end
            S_FETCH_DATA: begin
                dsp_mem_addr_o = current_data_read_addr_r;
                dsp_mem_req_o  = 1'b1;
                dsp_mem_we_o   = 1'b0;  
                next_state_w   = S_WAIT_DATA_ACK;
            end
            S_WAIT_DATA_ACK: begin
                if (dsp_mem_ack_i) begin
                    current_input_val_r = dsp_mem_rdata_i;
                    current_data_read_addr_r = current_data_read_addr_r + 1;  
                    dsp_mem_req_o = 1'b0;  
                    next_state_w = S_EXEC_MAC;
                end else begin
                    dsp_mem_req_o  = 1'b1;
                    next_state_w = S_WAIT_DATA_ACK;
                end
            end
            S_EXEC_MAC: begin
                accumulator_r = accumulator_r + mac_mult_result_w;
                kernel_idx_r = kernel_idx_r + 1;
                next_state_w = S_CHECK_MAC_LOOP;
            end
            S_CHECK_MAC_LOOP: begin
                if (kernel_idx_r < kernel_len_r) begin
                    next_state_w = S_FETCH_KERNEL;
                end else begin
                    next_state_w = S_STORE_OUTPUT;
                end
            end
            S_STORE_OUTPUT: begin
                dsp_mem_addr_o  = current_output_write_addr_r;
                dsp_mem_wdata_o = accumulator_r;
                dsp_mem_req_o   = 1'b1;
                dsp_mem_we_o    = 1'b1;  
                next_state_w    = S_WAIT_STORE_ACK;
            end
            S_WAIT_STORE_ACK: begin
                if (dsp_mem_ack_i) begin
                    output_idx_r = output_idx_r + 1;
                    current_output_write_addr_r = current_output_write_addr_r + 1;  
                    dsp_mem_req_o = 1'b0;  
                    dsp_mem_we_o  = 1'b0;  
                    next_state_w = S_CHECK_OUTPUT_LOOP;
                end else begin
                    dsp_mem_req_o   = 1'b1;
                    dsp_mem_we_o    = 1'b1;
                    next_state_w = S_WAIT_STORE_ACK;
                end
            end
            S_CHECK_OUTPUT_LOOP: begin
                if (output_idx_r < calculated_output_len_w) begin
                    next_state_w = S_INIT_ACCUM;
                end else begin
                    next_state_w = S_FINISH;
                end
            end
            S_FINISH: begin
                done_r = 1'b1;  
                busy_r = 1'b0;  
                next_state_w = S_IDLE;
            end
            default: begin
                error_r = 1'b1;  
                next_state_w = S_IDLE;
            end
        endcase
    end
endmodule
==> design notes <==
In this run the tool buffered the top-level ports with 184 buffer cells. The tools report the launch point of the worst reg-to-reg path as kernel_len_r[10]. The number of cells on the worst hold path is listed as 0. Number of CTS-inserted buffers: 26. The run gives 9.131 um2 for the mean post-synth cell area.

The timer found 270 register pins that no clock reaches; their paths are not timed. The via count of the first global-routing pass was 29080; the source-to-sink clock delay at the later pin of the worst-skew pair was 0.56 ns. The flow ran to the end, and the final reports show no timing, DRC or antenna violations. In this run the horizontal extent of the chip is 308.4 um.

The run gives 334 as the count of endpoints without a timing constraint. The mean routed wirelength per cell works out to 20.28 um. Prevailing post-synth register cell: sky130_fd_sc_hd__dlxtn_1. Max-cap violations in this run came to 0. Endpoints failing hold in the final report were tallied at 0. The report lists the number of standard-cell rows as 112.

The H-tree depth is 1. With the total global routing track utilization at 0.2527, the instance count of the mapped netlist is 4112. The critical path maximum fanout is 5.

Per the Yosys statistics, synthesis produced 4112 cells. The tools report the remaining design rule violation count as 0. The run gives 74 for the largest net degree at the start of global routing. The layout filler cell count is 9013. With the die footprint at 95090 um2, the number of logged tool warnings is 46. The first global-routing pass estimated 172500 um of wire. Buffers added to address setup during post-CTS repair amount to 0.

Once detailed placement completed, the half-perimeter wirelength came to 85400 um. For the count of hold buffers inserted by post-cts repair, the log shows 0. The tree is rooted in a sky130_fd_sc_hd__clkbuf_16. In the final routing, the length of wire on met1 measures 42990 um. Derived from the worst setup path, the maximum achievable clock frequency is 151.0 MHz. The count of pins over their slew limit was 0. The share of the clock period used by the worst path after layout came out at 0.5385. In the layout the commonest cells are 605 x sky130_fd_sc_hd__inv_1, 464 x sky130_fd_sc_hd__nand2_1, 455 x sky130_fd_sc_hd__fa_1. The tools report the number of routed nets with antenna violations as 0. The setup slack on the worst flop-to-flop path is 7.96 ns. Across the routed clock network, the largest skew measured is 0.01114 ns.

In this run the vertical extent of the chip is 308.4 um. The synthesized design contains 0 enable-type register cells. The required time reported for the critical path endpoint was 9.84 ns. The first routing iteration left 1644 violations.

The run gives 9615 um2 as the combined flip-flop and latch cell area. The number of synthesized register bits was 492; the worst setup slack after placement was 5.701 ns. Setup slack on the critical path of the routed design comes to 5.676 ns. Per the layout area report, the combinational gate area comes to 24960 um2. STA classifies the critical path startpoint as a primary input.

With the CTS clock-pin slew for the worst setup and hold paths at 0.06 ns, the total number of yosys warnings is 146. The global route stage reports its total congestion overflow as 0. The tools report the initial cell density of the core as 0.4029. Most frequent logic cell in the layout: sky130_fd_sc_hd__inv_1.

With the number of setup violations in the final report at 0, the average vias per placed instance is 5.181. Slew at the pin closest to its max-slew limit: 0.9517 ns. The arrival time of data at the critical path endpoint came out at 4.16 ns. The kind of capture point of the worst setup path is an output port.

The number of library cell types mapped by synthesis was 79. At the end of routability-driven placement, the weighted congestion stood at 0.9448. Cell area after technology mapping: 37540 um2.

The worst reg2reg path depth was 13. Per the hold report, the tightest min-delay path originates at current_state_r[12]. For reference, the most critical setup path is categorized as in -> out. The share of layout cells above drive strength 1 was 0.06146; the overall via count from detail_route was 28330. Compared with the post-synthesis result, the final layout area differs by 10.60%.

The clock tree buffer depth was 3. After floorplanning, the core was sized to cover 93190 um2. For this run, the script counts the antenna cells in the layout as 0. The async set-or-reset flop fraction in the synthesized netlist is 0.4512, and the worst slew slack as a fraction of its limit is 0.3613. The detailed router reports a met3 wire length of 7994 um. TritonCTS built the clock tree.

The reg-to-reg endpoint is current_state_r[3]. For this block, the routed nets add up to 110900 um of wire. The stat command in Yosys gives a chip area of 37540 um2.

The tools report the initial antenna violation count as 6. Adding up every negative setup slack in the final design gives 0 ns. Note that the worst hold path type here is reg -> reg. After clock tree synthesis, the repair step resized 0 gates. For hold timing, the worst endpoint is current_state_r[1]. Setup repair after global routing left no endpoint under its margin. The first detailed-routing pass ran for 5 iterations. Uppermost layer routed: met5. The post-route minimum period came out at 6.624 ns.

After detailed routing, the met2 layer carries 55760 um of wire. In this run the count of I/O pins placed on the die edge is 194.
final cells by class:
cell class              count  area share
flip-flops and latches    492      0.2316
well taps                1254     0.03778
repair buffers            244     0.05532
clock buffers              34     0.01663
multi-input cells        2827      0.6010
clock inverters            10    0.002832
inverters                 607     0.05487
cell usage after synthesis (9+ instances only):
master                      number  area [um2]
sky130_fd_sc_hd__dlxtn_1       238        3570
sky130_fd_sc_hd__nor4_1         16       100.1
sky130_fd_sc_hd__clkbuf_1      176       660.6
sky130_fd_sc_hd__nand2b_1       28       175.2
sky130_fd_sc_hd__a221o_1        10       100.1
sky130_fd_sc_hd__o21a_1         11       82.58
sky130_fd_sc_hd__ha_1          212        2653
sky130_fd_sc_hd__a31oi_1        35       219.0
sky130_fd_sc_hd__nand4_1        27       168.9
sky130_fd_sc_hd__a221oi_1       10       87.58
sky130_fd_sc_hd__dfrtp_1       221        5530
sky130_fd_sc_hd__a21o_1         25       187.7
sky130_fd_sc_hd__or3_1          11       68.82
sky130_fd_sc_hd__a21oi_1       139       695.7
sky130_fd_sc_hd__nand2_1       464        1742
sky130_fd_sc_hd__nor2_1        165       619.3
sky130_fd_sc_hd__nor2b_1        25       156.4
sky130_fd_sc_hd__and2_1        352        2202
sky130_fd_sc_hd__nand3_1        70       350.3
sky130_fd_sc_hd__a211oi_1       11       82.58
sky130_fd_sc_hd__o21ai_0       122       610.6
sky130_fd_sc_hd__a22oi_1        78       585.6
sky130_fd_sc_hd__mux2i_1        13       130.1
sky130_fd_sc_hd__inv_1         605        2271
sky130_fd_sc_hd__fa_1          455        9109
sky130_fd_sc_hd__a2111oi_0       9       78.83
sky130_fd_sc_hd__xor2_1         73       639.4
sky130_fd_sc_hd__and4_1         10       87.58
sky130_fd_sc_hd__o211ai_1       13       97.59
sky130_fd_sc_hd__nor3_1         37       185.2
sky130_fd_sc_hd__mux2_2        127        1430
sky130_fd_sc_hd__o21ai_1        12       60.06
sky130_fd_sc_hd__and3_1         29       181.4
sky130_fd_sc_hd__xnor2_1       138        1209
sky130_fd_sc_hd__dlxtp_1        32       480.5
critical path, cell delays in order:
cell                              delay, ns
sky130_fd_sc_hd__clkdlybuf4s50_1       0.67
sky130_fd_sc_hd__inv_1                 0.14
sky130_fd_sc_hd__a21o_1                0.19
sky130_fd_sc_hd__or2_2                 0.30
sky130_fd_sc_hd__clkdlybuf4s50_1       0.40
how the worst max path moves through the flow:
stage,from,end,slack (ns),depth (start not counted)
4_1_cts,dsp_mem_ack_i,dsp_mem_req_o,5.69,5
6_report,dsp_mem_ack_i,dsp_mem_req_o,5.68,5
5_1_grt,dsp_mem_ack_i,dsp_mem_req_o,5.62,5
per-layer routing:
layer  track usage  vias to the layer above
li1              -                    13240
met1        0.3288                    14010
met2        0.4244                      874
met4       0.07208                       12
met3       0.06557                      193
met5      0.002067                        -
per-stage QoR:
stage	hold WS (ns)	util	std cells	area, um2
after floorplan	0.3915	-	4116	37560
final	0.3746	0.4456	5468	41520
after global placement	0.3596	0.4369	5424	40720
after detailed placement	0.3716	0.4369	5424	40720
after global routing	0.3843	0.4456	5468	41520
after CTS	0.3779	0.4456	5468	41520
cell families after synthesis:
kind of cell	Yosys count	share of synthesized area
XOR/XNOR	211	0.04922
multiplexers	140	0.04156
flip-flops	222	0.1480
AND-OR/OR-AND	531	0.08961
latches	270	0.1079
buffers and inverters	797	0.08075
AND/OR/NAND/NOR	1273	0.1695
other	1	0.00009988
adder cells (fa/ha/maj)	667	0.3133
